==> design.v <==
`timescale 1ns / 1ps
package config_pkg;
endpackage
`timescale 1ns / 1ps
module add32
  (input [0:0] clk_i
  ,input [0:0] reset_i
  ,input [0:0] valid_i
  ,input [31:0] operand_a_i
  ,input [31:0] operand_b_i
  ,output [0:0] ready_o
  ,input [0:0] ready_i
  ,output [31:0] sum_o
  ,output [0:0] valid_o);
  logic [32:0] sum_l;
  always_comb begin
    sum_l = operand_a_i + operand_b_i;
  end
  wire [0:0] __unused__ = sum_l[32];
  logic [31:0] sum_q;
  always_ff @(posedge clk_i) begin
    if (reset_i) begin
      sum_q <= '0;
    end else if (valid_i & ready_o) begin
      sum_q <= sum_l[31:0];
    end
  end
  logic [0:0] valid_q;
  always_ff @(posedge clk_i) begin
    if (reset_i) begin
      valid_q <= '0;
    end else if (ready_o) begin
      valid_q <= (valid_i & ready_o);
    end
  end
  assign sum_o = sum_q;
  assign ready_o = ~valid_o | ready_i;
  assign valid_o = valid_q;
endmodule 
==> run.sh <==
#!/bin/bash
# OpenROAD 26Q1-2900-gdf79404cd8, Yosys 0.63+post, stock flow scripts
make -C /OpenROAD-flow-scripts/flow DESIGN_CONFIG=/design/flow/config.mk WORK_HOME=/design/flow/orfs finish
==> config.mk <==
export PLATFORM = sky130hd
export DESIGN_NAME = add32
export DESIGN_NICKNAME = add32
export VERILOG_FILES = /design/flow/design.v
export SDC_FILE = /design/flow/constraint.sdc
export NUM_CORES = 4
export LEC_CHECK = 1
export CORE_UTILIZATION = 40
==> constraint.sdc <==
current_design add32

set clk_period 18.4
set clk_io_pct 0.2

create_clock -name clk0 -period $clk_period [get_ports {clk_i}]

set non_clock_inputs [all_inputs -no_clocks]
set_input_delay [expr $clk_period * $clk_io_pct] -clock clk0 $non_clock_inputs
set_output_delay [expr $clk_period * $clk_io_pct] -clock clk0 [all_outputs]
==> out/results.tsv <==
metric	value	unit
fin_area	4200	um^2
crit_top_cell	clkdlybuf4s50_1	
worstMarginPinSlew	0.834	ns
area_growth	40.5	%
n_antenna_cell	0	
ys_seq_share	22.1	%
die_h	88.5	um
slowest_delay	0.48	ns
crit_path_end	ready_o[0]	
crit_slowest_cell	clkdlybuf4s50_1	
coreArea	7250	um^2
crit_cells	3	
clk-insertion-delay-late	0.25	ns
final_layout_size_suffix_gt1_share	3.46	%
synthCells	397	
cp.buffers_inverters	2	
routed_wl	9170	um
drcViolationCount	0	
period_used_share	45.9	%
fin_ws	9.96	ns
power	248	uW
antenna_found_initial	0	
finalMaxSlewViolations	0	
flop_cell	dfxtp_1	
ys_ff	33	
power_density	59.1	nW/um^2
grt_start_max_net_pins	23	
grt_setup_unrepaired	no	
firstDrtPassIters	5	
timing.rr.start	valid_q	
arrival	4.76	ns
numPortBuffers	101	
num_vias	3395	
numCtsBuffers	5	
ys_cells	397	
netlist_area	2990	um^2
routedWlPerCell	15.5	um
reg2reg_depth	7	
ios	102	
area_leaders	dfxtp_1 (22%), ha_1 (13%), a21oi_1 (8.5%)	
initial_utilization	41.2	%
vias_per_cell	5.74	
overflow	0	
root_buffer	clkbuf_8	
rows	31	
hold_ws	0.450	ns
placed_area	4080	um^2
clock_path_buffers	2	
die_x	88.5	um
finalSetupViolCount	0	
status	finished, final reports clean	
cp.required	14.72	ns
synth.top_cell.area_share	22.1	%
drt_iter0_markers	187	
cts-hold-fix-buffers	0	
warnings	59	
endpoint_kind	output pin	
synth.largest_area_cell	dfxtp_1	
antenna_left	0	
cts_repair_resize_count	0	
setup_tns	0	ns
yosys_warnings	1	
syn_avg_cell_area	7.53	um^2
finalHoldViolations	0	
post-cts-setup-buffers	0	
r2r_slack	16.29	ns
grt_pass1_vias	2900	
path_cells	clkdlybuf4s50_1 -> nand2b_1 -> clkdlybuf4s50_1	
track_usage	24.1	%
startpoint_type	input pin	
startpoint	ready_i[0]	
leakage	0.00161	uW
skew	0.000607	ns
cts_tree	built	
hold_path_class	reg2reg	
vdd_drop_max	27.1	uV
cp_top_family	buffers and inverters	
critPathKind	in2out	
maxCapViolations	0	
htreeDepth	2	
ys_area	2990	um^2
gp_congestion	0.901	
grt_pass1_wl	14400	um
maxClockFrequency	118	MHz
ys_types	55	
cts.clk_slew.worst_paths	0.05	ns
reg2reg_to	sum_q[28]	
min_period	8.44	ns
ys_async_sr_fraction	0	%
dieArea	7830	um^2
cp_max_fo	5	
cts.sinks	33	
max_slew_margin	44.4	%
place_ws	9.96	ns
dp_hpwl	7090	um
synth-edff-count	0	
-- worst min-delay path: cells and delay by family, from the launching register on --
family	cells	cell delay, ns
AND-OR/OR-AND	1	0.05
flip-flops	1	0.30
AND/OR/NAND/NOR	1	0.05
-- worst min path at each step --
stage | startpoint | to | slack [ns] | depth (start not counted)
after CTS | sum_q[8] | sum_q[8] | 0.46 | 2
final | sum_q[8] | sum_q[8] | 0.45 | 2
after global routing | sum_q[8] | sum_q[8] | 0.47 | 2
-- sequential cells by signal (all words and copies together), names as in the netlist --
| register | flops |
|---|---|
| sum_q | 32 |
| valid_q | 1 |
-- layer usage --
layer	part of all wire, %	global-route usage, %
met1	50	39.2
met4	1.6	3.96
met5	0	0
met3	6.0	2.84
met2	42	35.0
-- layout make-up --
type	count	area (um^2)
clock inverters	2	37.5
fillers	694	3050
clock buffers	6	82.6
inverters	6	22.5
multi-input cells	342	2250
well taps	99	124
flip-flops and latches	33	661
repair buffers	103	1030
-- Yosys cell counts, types with 5 or more instances --
library cell,instances
nor3_1,9
a21o_1,6
a211oi_1,6
nand3_1,16
and3_1,6
o21a_1,8
and2_1,5
clkbuf_1,15
nand2b_1,5
o21ai_0,29
xnor2_1,9
dfxtp_1,33
ha_1,31
o211ai_1,11
a21oi_1,51
nor2_1,19
nand2_1,51
nand4_1,10
inv_1,6
or3_1,8
-- cells by family (layout without fill, tap and decap cells) --
kind of cell / count (synthesis) / count (layout) / share of synthesized area [%]
compound gates: 157 / 157 / 34.7
fa+ha+maj: 32 / 32 / 13.6
xor+xnor: 11 / 11 / 3.22
flops: 33 / 33 / 22.1
simple gates: 141 / 141 / 23.2
buf+inv: 22 / 117 / 2.76
mux: 1 / 1 / 0.335
-- metrics by stage --
step	utilization, %	instances
6_report	57.9	591
5_1_grt	57.9	591
4_1_cts	57.9	591
3_5_place_dp	56.3	583
3_3_place_gp	56.3	583
2_1_floorplan	-	397
-- cells in the final DEF, fill, tap and decap left out, types with 2 or more instances in the layout --
| cell | synthesis | routed |
|---|---|---|
| clkdlybuf4s50_1 | 0 | 101 |
| a21oi_1 | 51 | 51 |
| nand2_1 | 51 | 51 |
| dfxtp_1 | 33 | 33 |
| ha_1 | 31 | 31 |
| o21ai_0 | 29 | 29 |
| nor2_1 | 19 | 19 |
| nand3_1 | 16 | 16 |
| o211ai_1 | 11 | 11 |
| nand4_1 | 10 | 10 |
| nor3_1 | 9 | 9 |
| xnor2_1 | 9 | 9 |
| o21a_1 | 8 | 8 |
| or3_1 | 8 | 8 |
| inv_1 | 6 | 6 |
| a21o_1 | 6 | 6 |
| and3_1 | 6 | 6 |
| a211oi_1 | 6 | 6 |
| clkbuf_8 | 0 | 6 |
| nand2b_1 | 5 | 5 |
| and2_1 | 5 | 5 |
| o211a_1 | 4 | 4 |
| o21ai_1 | 4 | 4 |
| a221o_1 | 4 | 4 |
| a31oi_1 | 3 | 3 |
| a211o_1 | 3 | 3 |
| a21boi_0 | 3 | 3 |
| nor4_1 | 3 | 3 |
| nor2b_1 | 2 | 2 |
| o311ai_0 | 2 | 2 |
| a32o_1 | 2 | 2 |
| o2111a_1 | 2 | 2 |
| o2111ai_1 | 2 | 2 |
| xor2_1 | 2 | 2 |
| a31o_2 | 2 | 2 |
| o31ai_1 | 2 | 2 |
| o21bai_1 | 2 | 2 |
| a2111o_1 | 2 | 2 |
| a32oi_1 | 2 | 2 |
| buf_4 | 0 | 2 |
-- power breakdown --
group | leakage [uW] | internal [uW] | switching [uW]
logic | 0.00128 | 53.2 | 50.6
registers | 0.000273 | 79.4 | 3.93
clock network | 0.0000574 | 43.8 | 17.5
total | 0.00161 | 176 | 72.0
Power and IR drop assume default switching activity.
